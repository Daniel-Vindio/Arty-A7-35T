## ./run.sh

```bash
#!/bin/bash
# OpenROAD 26Q1-2900-gdf79404cd8, Yosys 0.63+post, stock flow scripts
make -C /OpenROAD-flow-scripts/flow DESIGN_CONFIG=/design/flow/config.mk WORK_HOME=/design/flow/orfs finish
```

## ./config.mk

```make
export PLATFORM = sky130hd
export DESIGN_NAME = main
export DESIGN_NICKNAME = main
export VERILOG_FILES = /design/flow/design.v
export SDC_FILE = /design/flow/constraint.sdc
export NUM_CORES = 4
export LEC_CHECK = 1
export CORE_UTILIZATION = 30
```

## ./constraint.sdc

```tcl
current_design main

set clk_period 3.3
set clk_io_pct 0.2

create_clock -name clk0 -period $clk_period [get_ports {clk}]

set non_clock_inputs [all_inputs -no_clocks]
set_input_delay [expr $clk_period * $clk_io_pct] -clock clk0 $non_clock_inputs
set_output_delay [expr $clk_period * $clk_io_pct] -clock clk0 [all_outputs]
```

## ./design.v

```verilog
`timescale 1ns/1ns
module main 
	(input clk,
	 input [3:0] sw,
	 output led0_b, led1_b, led2_b, led3_b);
	led_dimmer #(.INTENS(4094)) ldmr_0 (clk, sw[0], led0_b);
	led_dimmer #(.INTENS(4074)) ldmr_1 (clk, sw[1], led1_b);
	led_dimmer #(.INTENS(4014)) ldmr_2 (clk, sw[2], led2_b);
	led_dimmer #(.INTENS(3094)) ldmr_3 (clk, sw[3], led3_b);
endmodule
`timescale 1ns/1ns
module led_dimmer
	#(parameter INTENS = 4000)
	(input clk, data,
	 output reg led);
	reg [11:0] count = 0;
	always @(posedge clk) begin
		case (data)
		  0 : led = 0;
		  1 : begin
				count <= count + 1;
				if (count > INTENS) led = 1;
				else 				led = 0;
			  end
		endcase
	end
endmodule
```

==> Changelog: implementation <==
## Flow update

* Outcome: finished, final reports clean
* Via count at approximately 1.4k
* Core footprint at 7850 sq um
* Worst-path clk slew at 0.09 ns
* Hold crit path type: flop to flop
* Diodes inserted at 0
* Yosys warns at 4
* FP Util at 31.4%
* Area post-placement at 2670 sq um
* Post-route DRC at 0
* Hold Path Stages at 2
* CTS root buf: clkbuf_8
* Layout cells sized above 1 at 4.88%
* GRT Util Overall at 8.68%
* GP Congestion at 0.771
* FP Rows at 32
* CTS tree: yes
* Synthesis-to-layout area growth at 11.5%
* Flops after synth at about 52
* Total negative slack at 0 ns
* Die Span X at between 90 and 100 um
* CTS-repair resized insts at 0
* Final Max Tran Viols at 0
* Final Hold Viols at 0
* Vias in the first global route at 1,328
* Routed WL at 3320 um
* Largest net degree at the start of global routing at 15
* Relative slew slack at between 60 and 70%
* Max-Cap Viols at 0
* First-pass DRT Iterations at 3
* WHS at 0.578 ns
* Peak Freq at approximately 550 MHz
* # Cells Yosys at approximately 190
* Worst-case reg-to-reg path depth at 4
* Final Critical Period at 1.81 ns
* Post-route cell area at 2750 sq um
* Tool Warnings at 29
* Vias/cell at 4.47
* LEAKAGE at ~0.96 nW
* Clock tree buffer depth at 2
* Port Buf Inserts at 8
* Worst-margin pin slew at 0.584 ns
* RSZ-0062 raised after global routing: false
* Mapped Cells at 190
* Hpwl dp at approximately 2200 um
* Antenna viol nets, final at 0
* Startpoint types: input pin
* Critical Path AT at 1.98 ns
* H-Tree Depth at 2
* IO Pins at 9
* Clk Latency, worst-skew pair at approximately 0.29 ns
* Pwr Total at 1.28 mW
* Initial antenna violation count at 0
* Crit-path max FO at 13
* Chip height at 92.6 um
* Max VDD drop at 228 uV
* Post-CTS Setup Bufs at 0
* Synthesized area at around 2500 sq um
* Final setup violation count at 0
* Mean post-synth cell area at 13.0 sq um
* PwrDens at between 400 and 500 nW/um^2
* Hold Buf Count CTS at 0
* CTS Sinks at 52
* CP required at 3.47 ns
* Worst Clk Skew at 0.00337 ns
* Total congestion overflow at 0
* Yosys cell types at 28
* WS Path Type: input pin to flop
* TritonCTS Buffers at 5
* Crit share post-route at 54.9%
* Seq/Total Area, Yosys at 61.7%
* Die area at 8580 sq um
* Yosys Chip Area at 2460 sq um
* First-pass GRT wire length at 5840 um
* DR WL/cell at roughly 11 um
* Worst setup EP type: flop
* Drt initial violations at 64
## final timing paths
kind | slack [ns] | end | startpoint
worst max-delay path | 1.49 | ldmr_1.led | sw[1]
worst min-delay path | 0.58 | ldmr_2.led | ldmr_2.count[11]
worst max register to register | 1.85 | ldmr_1.count[10] | ldmr_1.count[0]
worst min register to register | 0.58 | ldmr_2.led | ldmr_2.count[11]
## final cells by class
cell class                      count  area [sq um]
Clock buffer                        7          76.3
Clock inverter                      1          3.75
Tap cell                          102           128
Timing Repair Buffer                8          80.1
Multi-Input combinational cell    124           890
Sequential cell                    52          1520
Inverter                           13          48.8
Fill cell                         785          5100
## cells by family (layout without fill, tap and decap cells)
family | after synthesis | count (layout) | share of synthesized area, %
AND-OR/OR-AND | 6 | 6 | 1.52
buffers and inverters | 14 | 29 | 2.18
XOR/XNOR | 40 | 40 | 14.2
flip-flops | 52 | 52 | 61.7
AND/OR/NAND/NOR | 70 | 70 | 16.3
adder cells (fa/ha/maj) | 8 | 8 | 4.06
## synthesized netlist by cell type
library cell  instances  share of area (%)
edfxtp_1             48                 58
nor2_1                6               0.91
xor2_1               16                5.7
nand3_1              15                3.0
and4b_1               1               0.41
nand2_1              13                2.0
buf_2                 1               0.20
nor3_1               10                2.0
ha_1                  8                4.1
a2111oi_0             1               0.36
nor2b_1               1               0.25
and3_1                3               0.76
dfxtp_1               4                3.2
and3b_1               1               0.36
nor3b_2               1               0.51
nand4b_1              1               0.36
a31oi_1               1               0.25
nand4_2               1               0.51
nand3_2               1               0.41
nor4_2                1               0.51
nand4_1              10                2.5
and2_1                1               0.25
xnor2_1              24                8.5
a211oi_1              1               0.30
inv_1                13                2.0
and4_2                1               0.41
o21ai_0               3               0.61
and4_1                3                1.1
## placed cells by master (no fill, tap or decap), types with 2 or more instances in the layout
master	n
edfxtp_1	48
xnor2_1	24
xor2_1	16
nand3_1	15
inv_1	13
nand2_1	13
nor3_1	10
nand4_1	10
ha_1	8
clkdlybuf4s50_1	8
nor2_1	6
clkbuf_8	5
dfxtp_1	4
and4_1	3
and3_1	3
o21ai_0	3
clkbuf_1	2
## worst max-delay path, cell delays in order
cell	delay [ns]
clkdlybuf4s50_1	0.84
nand2_1	0.10
a2111oi_0	0.38
## through the flow
step	cells	util, %	worst slack [ns]
6_report	307	35.0	1.49
5_1_grt	307	35.0	1.32
4_1_cts	307	35.0	1.49
3_5_place_dp	299	34.0	1.19
3_3_place_gp	299	34.0	1.25
2_1_floorplan	190	-	1.93
## where the power goes
group / internal (mW) / switching (mW)
sequential: 0.786 / 0.0539
combinational: 0.0525 / 0.0541
clock: 0.148 / 0.186
total: 0.987 / 0.294
## per-layer routing
layer	wire [um]	global-route usage (%)	part of all wire, %	vias to the layer above
met1	1760	14.0	53	642
met5	0	0	0	-
met2	1430	13.0	43	12
li1	-	-	-	716
met4	27	1.03	0.81	0
met3	100	2.09	3.0	2
## registers in the layout, indices dropped and copies added (netlist names)
name / cells
ldmr_3.led: 1
ldmr_2.led: 1
ldmr_1.count: 12
ldmr_2.count: 12
ldmr_1.led: 1
ldmr_0.count: 12
ldmr_0.led: 1
ldmr_3.count: 12
No activity file was given, so power comes from the tool's default toggle rates.
