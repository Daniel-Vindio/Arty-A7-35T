==> design/flow/design.v <==
`timescale 1ns/1ns
module fsm
#(parameter N = 8,
  parameter M = 128)		 
(input busy,				 
 input clk,
 input start,				 
 input reset,
 input  [M-1:0] data,
 output reg enable,			 
 output [5:0] state,		 
 output reg [N-1:0] bus);
localparam  IDLE   = 2'd0,
			BYTE_1 = 4'd1,
			BYTE_2 = 4'd2,
			BYTE_3 = 4'd3,
			BYTE_4 = 4'd4,
			BYTE_5 = 4'd5,
			BYTE_6 = 4'd6,
			BYTE_7 = 4'd7,
			BYTE_8 = 4'd8,
			BYTE_9 = 4'd9,
			BYTE_10 = 4'd10,
			BYTE_11 = 4'd11,
			BYTE_12 = 4'd12,
			BYTE_13 = 4'd13,
			BYTE_14 = 4'd14,
			BYTE_15 = 4'd15,
			BYTE_16 = 5'd16,
			STOP   = 5'd17;
reg [5:0] current_state;
reg [5:0] next_state;
assign state = current_state;
always @(*) begin
	case (current_state)
		IDLE : begin 
					enable = 1'b1;
					bus = {N{1'b0}};
			   end
		BYTE_1 : bus = data[127:120];
		BYTE_2:  bus = data[119:112];
		BYTE_3:  bus = data[111:104];
		BYTE_4:  bus = data[103:96];
		BYTE_5:  bus = data[95:88];
		BYTE_6:  bus = data[87:80];
		BYTE_7:  bus = data[79:72];
		BYTE_8:  bus = data[71:64];
		BYTE_9:  bus = data[63:56];
		BYTE_10: bus = data[55:48];
		BYTE_11: bus = data[47:40];
		BYTE_12: bus = data[39:32];
		BYTE_13: bus = data[31:24];
		BYTE_14: bus = data[23:16];
		BYTE_15: bus = data[15:8];
		BYTE_16: bus = data[7:0];
	endcase
end
always @(posedge clk)
	if (reset) current_state <= IDLE;
	else 	 	 current_state <= next_state;
always @(*) begin
	next_state = current_state;
	  case (current_state)
		IDLE   : if  ( start )   next_state = BYTE_1;
		BYTE_1 : if  ( !busy )   next_state = BYTE_2;
		BYTE_2 : if  ( !busy )   next_state = BYTE_3;
		BYTE_3 : if  ( !busy )   next_state = BYTE_4;
		BYTE_4 : if  ( !busy )   next_state = BYTE_5;
		BYTE_5 : if  ( !busy )   next_state = BYTE_6;
		BYTE_6 : if  ( !busy )   next_state = BYTE_7;
		BYTE_7 : if  ( !busy )   next_state = BYTE_8;
		BYTE_8 : if  ( !busy )   next_state = BYTE_9;
		BYTE_9 : if  ( !busy )   next_state = BYTE_10;
		BYTE_10 : if ( !busy )   next_state = BYTE_11;
		BYTE_11 : if ( !busy )   next_state = BYTE_12;
		BYTE_12 : if ( !busy )   next_state = BYTE_13;
		BYTE_13 : if ( !busy )   next_state = BYTE_14;
		BYTE_14 : if ( !busy )   next_state = BYTE_15;
		BYTE_15 : if ( !busy )   next_state = BYTE_16;
		BYTE_16 : if ( !busy ) 	 next_state = IDLE;
		default : 				 next_state = IDLE;
	  endcase
	end
endmodule
`timescale 1ns/1ns
module transmitter_calc
 #(parameter DATASIZE = 128)		    
  (	input 				 clk,		    
	input				 main_start,    
	input				 reset,		    
	output  			 txd_pin, 	    
	output wire [3:0]    led);	        
localparam CLK_HZ = 100_000_000;	    
localparam BIT_RATE =     9_600;
localparam PAYLOAD_BITS =     8;
wire [PAYLOAD_BITS-1:0]	bus;
wire        			busy;
wire        			enable;
wire [5:0] state;
wire sitm = (state == 6'd6 & busy == 0); 		 
reg go_fsm;
reg start;
assign led[0] = sitm;
assign led[1] = start;
assign led[2] = reset;
assign led[3] = txd_pin;
reg [DATASIZE-1:0] data;
reg [DATASIZE-1:0] cls          = {8'h0C};
reg [DATASIZE-1:0] header_1     = {8'h0A, 8'h0D, "CALCULATOR"};
reg [DATASIZE-1:0] underline    = {8'h0A, 8'h0D, "----------"};
reg [DATASIZE-1:0] input_1      = {8'h0A, 8'h0D, "->INPUT #1"};
reg [DATASIZE-1:0] blank_line   = {8'h0A, 8'h0D};
localparam  IDLE   = 3'd0,
			LINE_1 = 3'd1,
			LINE_2 = 3'd2,
			LINE_3 = 3'd3,
			LINE_4 = 3'd4,
			LINE_5 = 3'd5,
			STOP   = 3'd6;
reg [3:0] current_state;
reg [3:0] next_state;
always @(*) begin
	case (current_state)
		IDLE   : begin
					data  = 8'h00;
					start = 1'b1;
				end
		LINE_1 : data  = cls;
		LINE_2 : data  = header_1;
		LINE_3 : data  = underline;
		LINE_4 : data  = input_1;
		LINE_5 : data  = blank_line;
		STOP   : begin
					data  = 8'h00;
					start = 1'b0;
				end
	endcase
end
always @(posedge clk)
	if (reset) current_state <= IDLE;
	else       current_state <= next_state;
always @(*) begin
	next_state = current_state;
	case (current_state)
		IDLE : if (main_start) next_state = LINE_1;
		LINE_1 : if (sitm) next_state = LINE_2;
		LINE_2 : if (sitm) next_state = LINE_3;
		LINE_3 : if (sitm) next_state = LINE_4;
		LINE_4 : if (sitm) next_state = LINE_5;
		LINE_5 : if (sitm) next_state = STOP;
		STOP :                   next_state = STOP;
	endcase
end
fsm
#(.N		(PAYLOAD_BITS),
  .M		(DATASIZE))
fsm_tx(
  .busy		(busy),
  .clk		(clk),
  .start	(start),
  .reset	(reset),
  .data 	(data),
  .enable	(enable),
  .state	(state),
  .bus		(bus));
uart_tx
#(.BIT_RATE		(BIT_RATE),
  .PAYLOAD_BITS	(PAYLOAD_BITS),
  .CLK_HZ  		(CLK_HZ))
i_uart_tx(
  .clk			(clk),
  .resetn		(!reset),
  .uart_txd		(txd_pin),
  .uart_tx_busy	(busy),
  .uart_tx_en   (enable),
  .uart_tx_data (bus) 
);
endmodule
`timescale 1ns/1ns
module uart_tx(
input  wire         clk         ,  
input  wire         resetn      ,  
output wire         uart_txd    ,  
output wire         uart_tx_busy,  
input  wire         uart_tx_en  ,  
input  wire [PAYLOAD_BITS-1:0]   uart_tx_data   
);
parameter   BIT_RATE        = 9600;  
localparam  BIT_P           = 1_000_000_000 * 1/BIT_RATE;  
parameter   CLK_HZ          =    100_000_000;
localparam  CLK_P           = 1_000_000_000 * 1/CLK_HZ;  
parameter   PAYLOAD_BITS    = 8;
parameter   STOP_BITS       = 1;
localparam       CYCLES_PER_BIT     = BIT_P / CLK_P;
localparam       COUNT_REG_LEN      = 1+$clog2(CYCLES_PER_BIT);
reg txd_reg;
reg [PAYLOAD_BITS-1:0] data_to_send;
reg [COUNT_REG_LEN-1:0] cycle_counter;
reg [3:0] bit_counter;
reg [2:0] fsm_state;
reg [2:0] n_fsm_state;
localparam FSM_IDLE = 0;
localparam FSM_START= 1;
localparam FSM_SEND = 2;
localparam FSM_STOP = 3;
assign uart_tx_busy = fsm_state != FSM_IDLE;
assign uart_txd     = txd_reg;
wire next_bit     = cycle_counter == CYCLES_PER_BIT;
wire payload_done = bit_counter   == PAYLOAD_BITS  ;
wire stop_done    = bit_counter   == STOP_BITS && fsm_state == FSM_STOP;
always @(*) begin : p_n_fsm_state
    case(fsm_state)
        FSM_IDLE : n_fsm_state = uart_tx_en   ? FSM_START: FSM_IDLE ;
        FSM_START: n_fsm_state = next_bit     ? FSM_SEND : FSM_START;
        FSM_SEND : n_fsm_state = payload_done ? FSM_STOP : FSM_SEND ;
        FSM_STOP : n_fsm_state = stop_done    ? FSM_IDLE : FSM_STOP ;
        default  : n_fsm_state = FSM_IDLE;
    endcase
end
integer i = 0;
always @(posedge clk) begin : p_data_to_send
    if(!resetn) begin
        data_to_send <= {PAYLOAD_BITS{1'b0}};
    end else if(fsm_state == FSM_IDLE && uart_tx_en) begin
        data_to_send <= uart_tx_data;
    end else if(fsm_state       == FSM_SEND       && next_bit ) begin
        for ( i = PAYLOAD_BITS-2; i >= 0; i = i - 1) begin
            data_to_send[i] <= data_to_send[i+1];
        end
    end
end
always @(posedge clk) begin : p_bit_counter
    if(!resetn) begin
        bit_counter <= 4'b0;
    end else if(fsm_state != FSM_SEND && fsm_state != FSM_STOP) begin
        bit_counter <= {COUNT_REG_LEN{1'b0}};
    end else if(fsm_state == FSM_SEND && n_fsm_state == FSM_STOP) begin
        bit_counter <= {COUNT_REG_LEN{1'b0}};
    end else if(fsm_state == FSM_STOP&& next_bit) begin
        bit_counter <= bit_counter + 1'b1;
    end else if(fsm_state == FSM_SEND && next_bit) begin
        bit_counter <= bit_counter + 1'b1;
    end
end
always @(posedge clk) begin : p_cycle_counter
    if(!resetn) begin
        cycle_counter <= {COUNT_REG_LEN{1'b0}};
    end else if(next_bit) begin
        cycle_counter <= {COUNT_REG_LEN{1'b0}};
    end else if(fsm_state == FSM_START || 
                fsm_state == FSM_SEND  || 
                fsm_state == FSM_STOP   ) begin
        cycle_counter <= cycle_counter + 1'b1;
    end
end
always @(posedge clk) begin : p_fsm_state
    if(!resetn) begin
        fsm_state <= FSM_IDLE;
    end else begin
        fsm_state <= n_fsm_state;
    end
end
always @(posedge clk) begin : p_txd_reg
    if(!resetn) begin
        txd_reg <= 1'b1;
    end else if(fsm_state == FSM_IDLE) begin
        txd_reg <= 1'b1;
    end else if(fsm_state == FSM_START) begin
        txd_reg <= 1'b0;
    end else if(fsm_state == FSM_SEND) begin
        txd_reg <= data_to_send[0];
    end else if(fsm_state == FSM_STOP) begin
        txd_reg <= 1'b1;
    end
end
endmodule
==> design/flow/run.sh <==
#!/bin/bash
# OpenROAD 26Q1-2900-gdf79404cd8, Yosys 0.63+post, stock flow scripts
make -C /OpenROAD-flow-scripts/flow DESIGN_CONFIG=/design/flow/config.mk WORK_HOME=/design/flow/orfs finish
==> design/flow/config.mk <==
export PLATFORM = sky130hd
export DESIGN_NAME = transmitter_calc
export DESIGN_NICKNAME = transmitter_calc
export VERILOG_FILES = /design/flow/design.v
export SDC_FILE = /design/flow/constraint.sdc
export NUM_CORES = 4
export LEC_CHECK = 1
export CORE_UTILIZATION = 30
==> design/flow/constraint.sdc <==
current_design transmitter_calc

set clk_period 2.3
set clk_io_pct 0.2

create_clock -name clk0 -period $clk_period [get_ports {clk}]

set non_clock_inputs [all_inputs -no_clocks]
set_input_delay [expr $clk_period * $clk_io_pct] -clock clk0 $non_clock_inputs
set_output_delay [expr $clk_period * $clk_io_pct] -clock clk0 [all_outputs]
==> run notes <==
run results: synthesized area=2865 sq um, maximum clock rate=about 470 MHz, Latency at later pin=0.30 ns, CTS Buf Count=5, Clk pwr share=37.7%, Finished Layout Cells=463, yosys warning tally=3, r2r worst-path depth=6, pin count of the biggest net entering global routing=33, RSZ-0062 raised after global routing=no, endpoint type of the worst setup path=output port, Worst slew margin=approximately 47%, Die Width=99.73 microns, Root Buffer=clkbuf_8, Log Warnings=28, Setup Fix Bufs, Post-CTS=0, Switching Power=0.0003873 W, Layout Skew=approximately 0.014 ns, routability congestion estimate=0.8989, Die Height=99.73 microns, count of unclocked register or latch pins=19, vias in the first global route=2024, DRC=0, Comb area=1376 sq um, Detailed Place HPWL=around 3700 microns, grt total ovfl=0, P_int=0.001353 W, number of flip-flops in the largest register=17, Placed Cells=455, Syn Inst Count=334, post-route setup slack=0.1676 ns, minimum clock period=2.132 ns, endpoints left unconstrained=20, full die area=9946 sq um, Sequential Power Share=56.0%, Chip Area, Yosys=2865 sq um, Detail Route Antenna Nets=0, FP Rows=35, final worst-path cycle share=between 90% and 100%, vias post-DR=2174, min-delay worst type=reg2reg, dominant logic cell type in the layout=nand2_1, switching fraction of total power=~22%, Final Setup Violations=0, final hold violation count=0, cell leakage power=1.200 nW, fin area=3153 sq um, layout cells sized above 1=6.886%, yosys cell count=334, clock transition at the registers of the reported paths=0.10 ns, Max Fanout on Critical Path=11, status=complete, no violations, critical path arrival=about 1.7 ns, via count normalized by instance count=4.695, first-pass GRT wire length=9232 microns, Max IR drop VDD=0.0002462 V, syn avg cell area=8.579 sq um, max cap viols=0, Async SR Flop Fraction=0%, startpoint type of the worst setup path=register, Core ar.=9240 sq um, drt pass-1 iters=4, number of fill cells=943, placed cell area=3030 sq um, pre-CTS WS=0.3584 ns, CP Class=reg2out, Top Layout Cells=nand2_1, dfxtp_1, nor2_1, a21oi_1, dlxtn_1, Comb power frac=roughly 6.3%, #FFs+latches synth=72, power per cell area=about 550 nW/um^2, All-Layer GR Usage=~11%, fp_density=31.01%, TritonCTS clock tree=done, Area Overhead vs Synth=10.04%, H-Tree Depth=2, largest register by flop count=fsm_tx.current_state, Post-synth top flop=dfxtp_1, final WL=5302 microns, Port Buffer Count=7, Worst-Margin Slew=0.7933 ns, initial DRC count=roughly 130, initial antenna violation count=0, Register Area=1346 sq um, ant diodes=0, Yosys cell types=48, # IOs=8, Slew Limit Fails=0, EDFF count, synth=0, WHS Path Cells=2, crit path DRT=1.84 ns, Clock Path Buffers=2, setup TNS=0 ns, wire length per cell=between 10 and 15 microns
==> per-layer routing <==
metal	GRT usage, %	vias up	wire (microns)
met2	17.98	33	2299
met3	1.644	11	171
met1	17.34	987	2754
li1	-	1143	-
met5	0	-	0
met4	1.584	0	76
==> final timing paths <==
kind,start,to,slack [ns]
worst min-delay path,fsm_tx.current_state[13],fsm_tx.current_state[3],0.47
worst max-delay path,i_uart_tx.fsm_state[0],led[0],0.17
worst min register to register,fsm_tx.current_state[13],fsm_tx.current_state[3],0.47
worst max register to register,i_uart_tx.bit_counter[0],i_uart_tx.bit_counter[3],0.49
==> power by group through the flow <==
| stage | clock [W] | sequential, W | combinational, W |
|---|---|---|---|
| finish | 0.000656 | 0.000974 | 0.000110 |
| CTS | 0.000679 | 0.000974 | 0.000111 |
| global route | 0.000720 | 0.000978 | 0.000125 |
==> cells by family (layout without fill, tap and decap cells) <==
logic type / after synthesis / after routing / synth area share, %
buffers and inverters: 32 / 32 / 5.066
XOR/XNOR: 13 / 13 / 3.974
adder cells (fa/ha/maj): 5 / 5 / 2.183
latches: 19 / 19 / 9.956
AND/OR/NAND/NOR: 140 / 140 / 24.58
multiplexers: 7 / 7 / 2.446
AND-OR/OR-AND: 65 / 65 / 14.76
flip-flops: 53 / 53 / 37.03
==> worst max-delay path, cell delays in order (launching register included) <==
cell and delay (ns):
dfxtp_1 0.43, nor2_2 0.20, nand2_1 0.10, inv_1 0.15
clkdlybuf4s50_1 0.48
==> metrics by stage <==
stage	power (W)	hold slack [ns]	util (%)
after floorplan	0.001078	0.4441	-
after global placement	0.001104	0.4568	32.80
after detailed placement	0.001106	0.4631	32.80
after CTS	0.001764	0.4754	34.10
after global routing	0.001823	0.4965	34.12
final	0.001740	0.4748	34.12
==> cell usage after synthesis (2+ instances only) <==
cell type   n  area, sq um
or2_2       4        25.02
xnor2_1     9        78.83
a222oi_1    2        20.02
buf_2       5        25.02
a22o_1      2        17.52
nor2b_1     2        12.51
o211ai_1    2        15.01
or3_1       8        50.05
nand2_1    58        217.7
o31ai_1     3        22.52
a22oi_1     6        45.04
nand4_1     6        37.54
ha_1        5        62.56
dfxtp_1    53         1061
or4_1       2        15.01
buf_4       5        37.54
nand2b_1    3        18.77
o21ai_0    10        50.05
a21oi_1    26        130.1
nor3_1      8        40.04
dlxtn_1    19        285.3
nand3_1     3        15.01
nor3b_1     3        22.52
mux2i_1     7        70.07
clkbuf_1    7        26.28
nor2_1     31        116.4
inv_1      13        48.80
a211oi_1    7        52.55
buf_1       2        7.510
nor4_1      2        12.51
xor2_1      4        35.03
==> final cells by class <==
type,instances,share of cell area (%)
Inverter,13,1.548
Tap cell,129,5.119
Clock inverter,2,1.190
Timing Repair Buffer,11,3.175
Sequential cell,72,42.70
Multi-Input combinational cell,230,43.65
Clock buffer,6,2.619
==> what timing repair did <==
| action | CTS | global route |
|---|---|---|
| hold buffers | 0 | 0 |
| setup endpoints to repair | 0 | 1 |
| gates resized | 0 | 1 |
Power and IR drop assume default switching activity.
