**flow/config.mk**
```make
export PLATFORM = sky130hd
export DESIGN_NAME = uart_rx
export DESIGN_NICKNAME = uart_rx
export VERILOG_FILES = /design/flow/design.v
export SDC_FILE = /design/flow/constraint.sdc
export NUM_CORES = 4
export LEC_CHECK = 1
export CORE_AREA = 10 10 109 109
export DIE_AREA = 0 0 119 119
```
**flow/constraint.sdc**
```tcl
current_design uart_rx

set clk_period 3.6
set clk_io_pct 0.2

create_clock -name clk0 -period $clk_period [get_ports {clk}]

set non_clock_inputs [all_inputs -no_clocks]
set_input_delay [expr $clk_period * $clk_io_pct] -clock clk0 $non_clock_inputs
set_output_delay [expr $clk_period * $clk_io_pct] -clock clk0 [all_outputs]
```
**flow/design.v**
```verilog
module uart_rx(
input  wire       clk          ,  
input  wire       resetn       ,  
input  wire       uart_rxd     ,  
input  wire       uart_rx_en   ,  
output wire       uart_rx_break,  
output wire       uart_rx_valid,  
output reg  [PAYLOAD_BITS-1:0] uart_rx_data    
);
parameter   BIT_RATE        = 9600;  
localparam  BIT_P           = 1_000_000_000 * 1/BIT_RATE;  
parameter   CLK_HZ          =    100_000_000;
localparam  CLK_P           = 1_000_000_000 * 1/CLK_HZ;  
parameter   PAYLOAD_BITS    = 8;
parameter   STOP_BITS       = 1;
localparam       CYCLES_PER_BIT     = BIT_P / CLK_P;
localparam       COUNT_REG_LEN      = 1+$clog2(CYCLES_PER_BIT);
reg rxd_reg;
reg rxd_reg_0;
reg [PAYLOAD_BITS-1:0] recieved_data;
reg [COUNT_REG_LEN-1:0] cycle_counter;
reg [3:0] bit_counter;
reg bit_sample;
reg [2:0] fsm_state;
reg [2:0] n_fsm_state;
localparam FSM_IDLE = 0;
localparam FSM_START= 1;
localparam FSM_RECV = 2;
localparam FSM_STOP = 3;
assign uart_rx_break = uart_rx_valid && ~|recieved_data;
assign uart_rx_valid = fsm_state == FSM_STOP && n_fsm_state == FSM_IDLE;
always @(posedge clk) begin
    if(!resetn) begin
        uart_rx_data  <= {PAYLOAD_BITS{1'b0}};
    end else if (fsm_state == FSM_STOP) begin
        uart_rx_data  <= recieved_data;
    end
end
wire next_bit     = cycle_counter == CYCLES_PER_BIT ||
                        fsm_state       == FSM_STOP && 
                        cycle_counter   == CYCLES_PER_BIT/2;
wire payload_done = bit_counter   == PAYLOAD_BITS  ;
always @(*) begin : p_n_fsm_state
    case(fsm_state)
        FSM_IDLE : n_fsm_state = rxd_reg      ? FSM_IDLE : FSM_START;
        FSM_START: n_fsm_state = next_bit     ? FSM_RECV : FSM_START;
        FSM_RECV : n_fsm_state = payload_done ? FSM_STOP : FSM_RECV ;
        FSM_STOP : n_fsm_state = next_bit     ? FSM_IDLE : FSM_STOP ;
        default  : n_fsm_state = FSM_IDLE;
    endcase
end
integer i = 0;
always @(posedge clk) begin : p_recieved_data
    if(!resetn) begin
        recieved_data <= {PAYLOAD_BITS{1'b0}};
    end else if(fsm_state == FSM_IDLE             ) begin
        recieved_data <= {PAYLOAD_BITS{1'b0}};
    end else if(fsm_state == FSM_RECV && next_bit ) begin
        recieved_data[PAYLOAD_BITS-1] <= bit_sample;
        for ( i = PAYLOAD_BITS-2; i >= 0; i = i - 1) begin
            recieved_data[i] <= recieved_data[i+1];
        end
    end
end
always @(posedge clk) begin : p_bit_counter
    if(!resetn) begin
        bit_counter <= 4'b0;
    end else if(fsm_state != FSM_RECV) begin
        bit_counter <= {COUNT_REG_LEN{1'b0}};
    end else if(fsm_state == FSM_RECV && next_bit) begin
        bit_counter <= bit_counter + 1'b1;
    end
end
always @(posedge clk) begin : p_bit_sample
    if(!resetn) begin
        bit_sample <= 1'b0;
    end else if (cycle_counter == CYCLES_PER_BIT/2) begin
        bit_sample <= rxd_reg;
    end
end
always @(posedge clk) begin : p_cycle_counter
    if(!resetn) begin
        cycle_counter <= {COUNT_REG_LEN{1'b0}};
    end else if(next_bit) begin
        cycle_counter <= {COUNT_REG_LEN{1'b0}};
    end else if(fsm_state == FSM_START || 
                fsm_state == FSM_RECV  || 
                fsm_state == FSM_STOP   ) begin
        cycle_counter <= cycle_counter + 1'b1;
    end
end
always @(posedge clk) begin : p_fsm_state
    if(!resetn) begin
        fsm_state <= FSM_IDLE;
    end else begin
        fsm_state <= n_fsm_state;
    end
end
always @(posedge clk) begin : p_rxd_reg
    if(!resetn) begin
        rxd_reg     <= 1'b1;
        rxd_reg_0   <= 1'b1;
    end else if(uart_rx_en) begin
        rxd_reg     <= rxd_reg_0;
        rxd_reg_0   <= uart_rxd;
    end
end
endmodule
```
**flow/run.sh**
```bash
#!/bin/bash
# OpenROAD 26Q1-2900-gdf79404cd8, Yosys 0.63+post, stock flow scripts
make -C /OpenROAD-flow-scripts/flow DESIGN_CONFIG=/design/flow/config.mk WORK_HOME=/design/flow/orfs finish
```
==> results.yml <==
# generated from flow reports
run_status:
  status: "finished, final reports clean"
detailed_routing:
  diodes: 0
  ant_nets: 0
  vias: 1453
  vias_per_cell: 4.14
  drtIter0Drc: 103
  first_pass_iters: 4
  drc: 0
  routed_wl_mm: 3.91
  post_drt_wl_per_cell_um: 11.1
yosys:
  top_area_cell: "dfxtp_1"
  ys_types: 43
  syn_area_mm2: 0.00191
  netlist_instances: 205
  synthArstFlopShare_pct: 0
  topCellsByArea: "dfxtp_1 44%, mux2i_1 12%, nand2_1 5.3%"
  synth-edff-count: 0
  synth_top_area_share_pct: 44.0
  seq_area_frac_synth_pct: 44.0
  ys_chip_area_mm2: 0.00191
  ys_warn_count: 1
  synth-cells-yosys: 205
  syn_avg_cell_area_um2: 9.32
  synth.cells.most_frequent: "42 x dfxtp_1, 27 x nand2_1, 22 x mux2i_1"
  ys.flop_type: "dfxtp_1"
  yosysMostFrequentCell: "dfxtp_1"
  ys_ff: 42
hold_path:
  min-delay-path-class: "flip-flop to flip-flop"
  min-delay-start: "bit_counter[3]"
cells_and_area:
  largest_reg_flops: 15
  syn_to_final_growth_pct: 19.2
  largest_register: "cycle_counter"
  top_regs: "cycle_counter: 15 flops, recieved_data: 8 flops, uart_rx_data: 8 flops"
  postLayoutCellArea_mm2: 0.00228
  drive_gt1_share_pct: 7.80
critical_path:
  path_class: "flip-flop to output port"
  cp-start-kind: "flip-flop"
  cp_max_fo: 4
  ff2ff_setup_slack_ns: 1.57
  critPathLaunch: "cycle_counter[12]"
  r2r_start: "fsm_state[3]"
  end_kind: "output port"
  crit_arrival_ns: 2.42
  cp.required_ns: 2.88
clock_tree:
  cts_buffer_depth: 2
  cts_buffers: 5
  cts_root_buffer: "clkbuf_8"
  htreeDepth: 2
  insertion_delay_ns: 0.29
  cts.sinks: 42
  hold_buffers: 0
  cts.repair.resized: 0
  clk_pin_slew_ns: 0.08
  post-cts-setup-buffer-count: 0
  cts_tree: "yes"
grt:
  grt_usage_pct: 5.30
  antenna_found_initial: 0
  grt_pass1_vias: 1307
  grt_pass1_wl_mm: 6.44
  grt_max_degree: 29
  grt_overflow: 0
placed_design:
  place_congestion: 0.861
  placed_cell_area_mm2: 0.00218
  pre_cts_ws_ns: 0.810
  port_buffers: 13
  hpwl_mm: 2.78
sta:
  rsz0062_at_grt: "no"
  setup_viol: 0
  timing.setup.tns_ns: 0
  max_freq_mhz: 319
  tightest_slew_ns: 0.666
  hold_viol: 0
  slew_viol_final: 0
  finalCriticalPeriod_ns: 3.14
  finalClockSkew_ns: 0.00449
  holdWs_ns: 0.477
  maxSlewHeadroom_pct: 55.2
  timing.final.ws_setup_ns: 0.462
  period_used_pct: 87.2
pwr:
  powerDensity_mw_per_mm2: 359
  leakage_nw: 0.712
  power_w: 0.000818
  vdd_drop_max_mv: 0.140
floorplanning:
  die_y_um: 119
  initial_utilization_pct: 19.8
  die-area_mm2: 0.0142
  fp.dieW_um: 119
  placementRows: 36
  io_pins: 14
  core-area_mm2: 0.00964
flow_run:
  drv_cap: 0
  tool_warnings: 27
per-stage QoR:
step           util (%)  instances
3_3_place_gp       22.6        343
5_1_grt            23.6        351
6_report           23.6        351
3_5_place_dp       22.6        343
2_1_floorplan         -        205
4_1_cts            23.6        351
power by group:
| part | switching [W] | internal, W |
|---|---|---|
| clock | 0.000161 | 0.000154 |
| combinational | 0.0000183 | 0.0000103 |
| sequential | 0.00000567 | 0.000469 |
| total | 0.000185 | 0.000633 |
cell type report:
| class | instances | area, um^2 |
|---|---|---|
| Timing Repair Buffer | 16 | 153 |
| Sequential cell | 42 | 841 |
| Clock inverter | 2 | 12.5 |
| Clock buffer | 6 | 82.6 |
| Inverter | 8 | 30.0 |
| Multi-Input combinational cell | 144 | 992 |
| Fill cell | 1036 | 7360 |
| Tap cell | 133 | 166 |
cell families after synthesis:
kind of cell               Yosys count  synth area share (%)
DFF                                 42                  44.0
buffers and inverters               19                  4.32
xor gates and xnor gates            10                  4.58
and+or+nand+nor                     85                  24.1
adders and majority gates            4                  2.62
AOI/OAI and AO/OA                   23                  8.84
muxes                               22                  11.5
worst max-delay path: stages (launching register included):
cell and delay [ns]:
dfxtp_1 0.37, nor4bb_1 0.43, nand4_1 0.26, a21oi_1 0.35
and4_1 0.25, clkdlybuf4s50_1 0.46
path summary, 6_finish.rpt:
path                       end  cells after the start
min reg2reg     bit_counter[3]                      2
min             bit_counter[3]                      2
max reg2reg  cycle_counter[13]                      5
max              uart_rx_break                      5
cell usage in the layout, fill, tap and decap left out, drive strengths merged, types with 2 or more instances in the layout:
cell / Yosys / layout
nand2: 28 / 28
a21oi: 3 / 3
nor4: 4 / 4
nor3b: 3 / 3
mux2i: 22 / 22
ha: 4 / 4
o31ai: 3 / 3
o21ai: 4 / 4
or3: 4 / 4
inv: 8 / 8
nor2: 9 / 9
nand3: 4 / 4
or4: 2 / 2
xor2: 6 / 6
clkbuf: 3 / 6
nor3: 11 / 11
clkdlybuf4s50: 0 / 13
xnor2: 4 / 4
dfxtp: 42 / 42
and4: 3 / 3
a211oi: 7 / 7
nand4: 5 / 5
buf: 8 / 3
nand2b: 2 / 2
nor4bb: 3 / 3
routing by layer:
metal	global-route usage, %	share of wire (%)
met5	0	0
met4	1.15	2.1
met3	1.58	6.5
met2	7.47	40
met1	7.82	52
Power and IR drop assume default switching activity.
